## design/flow/design.v

```verilog
`timescale 1ns / 1ps
module bopit(clk, btnR, btnD, btnL, btnU, btnS, sw, seg, an, led, speaker 
    );
    input clk;
    input btnR, btnS, btnD, btnU, btnL;
    input [7:0] sw;
    output reg [7:0] led;
    output [7:0] seg;
    output [3:0] an;
    reg [3:0] seg_number;
    reg [1:0] an_number;
    wire clk_1hz;  
    wire clk_500hz;  
    wire [4:0] randomBop;  
    output wire speaker;
    reg [1:0] signal;  
    reg [7:0] ledCode;
    reg [3:0] bopCode; 
    reg [3:0] ones_seconds;
    reg [3:0] tens_seconds;
    reg [3:0] ones_score;
    reg [3:0] tens_score;
    integer an_toggle;
    integer an_index;
    integer gameOn;
    integer command_type;
    integer command_number;
    integer roundWon;
    integer roundDelay;
    integer fail_count;
    initial begin
        ones_seconds = 0;
        tens_seconds = 0;
        command_type = 10;
        command_number = 8;
        an_toggle = 0;
        an_index = 0;
        ones_score = 0;
        tens_score = 0;
        bopCode = 0;
        ledCode = 0;
        gameOn = 1;
        roundWon = 0;
        roundDelay = 0;
        signal = 0;
        fail_count = 0;
    end
    notes bop_notes(
        .clk(clk),
        .signal(signal),
        .speaker(speaker)
    );
    randomNumber randomNum (
        .clk(clk),
        .data(randomBop)
    );
    clock_1hz clock_1 (
		.clk(clk), 
		.clk_1hz(clk_1hz)
	);
    clock_500hz clock_500 (
        .clk(clk),
        .clk_500hz(clk_500hz)
    );
    display7 segmentDisplay (
            .clk(clk), 
            .seg_number(seg_number), 
            .an_number(an_number), 
            .seg(seg), 
            .an(an), 
            .btnU(btnU) 
    );
    always @ (posedge clk)
    begin
        if (btnS)
        begin
            roundWon <= 0;
            roundDelay <= 0;
            gameOn <= 1;
            ones_score <= 0;
            tens_score <= 0;
            ones_seconds <= 0;
            tens_seconds <= 0;
            bopCode <= randomBop % 12;
            fail_count <= 0;
        end
        if (!roundWon)
        begin
        case(bopCode)
            0:
            begin  
                if (sw[0])
                begin
                    roundWon <= 1;
                end
                else if(sw[7:0] || btnU || btnL || btnD || btnR)
                begin
                    gameOn <= 0;
                end
            end
            1:
            begin  
                if (sw[1])
                begin
                    roundWon <= 1;
                end
                else if(sw[7:0] || btnU || btnL || btnD || btnR)
                begin
                    gameOn <= 0;
                end
            end
            2:
            begin  
                if (sw[2])
                begin
                    roundWon <= 1;
                end
                else if(sw[7:0] || btnU || btnL || btnD || btnR)
                begin
                    gameOn <= 0;
                end
            end
            3:
            begin  
                if (sw[3])
                begin
                    roundWon <= 1;
                end
                else if(sw[7:0] || btnU || btnL || btnD || btnR)
                begin
                    gameOn <= 0;
                end
            end
            4:
            begin  
                if (sw[4])
                begin
                    roundWon <= 1;
                end
                else if(sw[7:0] || btnU || btnL || btnD || btnR)
                begin
                    gameOn <= 0;
                end
            end
            5:
            begin  
                if (sw[5])
                begin
                    roundWon <= 1;
                end
                else if(sw[7:0] || btnU || btnL || btnD || btnR)
                begin
                    gameOn <= 0;
                end
            end
            6:
            begin  
                if (sw[6])
                begin
                    roundWon <= 1;
                end
                else if(sw[7:0] || btnU || btnL || btnD || btnR)
                begin
                    gameOn <= 0;
                end
            end
            7:
            begin  
                if (sw[7])
                begin
                    roundWon <= 1;
                end
                else if(sw[7:0] || btnU || btnL || btnD || btnR)
                begin
                    gameOn <= 0;
                end
            end
            8:
            begin  
                if (btnU)
                begin
                    roundWon <= 1;
                end
                else if(sw[7:0] || btnU || btnL || btnD || btnR)
                begin
                    gameOn <= 0;
                end
            end
            9:
            begin  
                if (btnR)
                begin
                    roundWon <= 1;
                end
                else if(sw[7:0] || btnU || btnL || btnD || btnR)
                begin
                    gameOn <= 0;
                end
            end
            10:
            begin  
                if (btnD)
                begin
                    roundWon <= 1;
                end
                else if(sw[7:0] || btnU || btnL || btnD || btnR)
                begin
                    gameOn <= 0;
                end
            end
            11:
            begin  
                if (btnL)
                begin
                    roundWon <= 1;
                end
                else if(sw[7:0] || btnU || btnL || btnD || btnR)
                begin
                    gameOn <= 0;
                end
            end
        endcase
        end
        if (clk_1hz && gameOn)
        begin
            if (roundWon)
            begin
                if (roundDelay == 0)
                    signal <= 1;
                if (roundDelay == 1)
                    signal <= 0;
                if (roundDelay == 3)
                begin
                    roundWon <= 0;
                    roundDelay <= 0;
                    bopCode <= randomBop % 12;
                    if (ones_score == 4'b1001)
                    begin
                       ones_score <= 0; 
                       tens_score <= tens_score + 1;
                    end
                    else
                    begin
                       ones_score <= ones_score + 1;
                    end
                end
                else
                begin
                    roundDelay <= roundDelay + 1;
                end
                   ones_seconds <= 0;
                   tens_seconds <= 0;
            end
            else
            begin 
                ones_seconds <= ones_seconds + 1;
                if (ones_seconds == 4'b1001)
                begin
                    ones_seconds <= 0; 
                    tens_seconds <= tens_seconds + 1;
                end
            end
        end
        if (tens_seconds == 4'b0001)
        begin
            ones_seconds <= 0;
            tens_seconds <= 0;
            gameOn <= 0;
        end
        if (clk_500hz && gameOn)  
        begin
            an_index <= an_toggle % 4;
            case(an_index)
                0:
                begin
                    if (bopCode > 4'b0111)  
                    begin
                        seg_number <= 4'b1000;
                        ledCode <= 8'b00000000;
                        led [7:0] <= ledCode [7:0];
                    end
                    else  
                    begin
                        seg_number <= 4'b0101;
                        ledCode <= 8'b00000001 << (bopCode % 8);
                        led [7:0] <= ledCode [7:0];
                    end
                    an_number <= an_index;
                end
                1:
                begin
                    seg_number <= bopCode % 8; 
                    an_number <= an_index;
                end
                2:
                begin
                    seg_number <= tens_seconds;
                    an_number <= an_index;
                end
                3:
                begin
                    seg_number <= ones_seconds;
                    an_number <= an_index;                  
                end
                default:
                begin
                    seg_number <= 0;
                    an_number <= 0;
                end
            endcase
            an_toggle <= an_toggle + 1;
        end
        else if (clk_500hz && !gameOn)
        begin
            if (fail_count != 500)
            begin
                signal <= 2;
                fail_count <= fail_count + 1;
            end
            if (fail_count == 500)
                signal <= 0;
            an_index <= an_toggle % 4;
            case(an_index)
                0:
                begin
                    seg_number <= 0;
                    an_number <= an_index;
                end
                1:
                begin
                    seg_number <= 0;
                    an_number <= an_index;
                end
                2:
                begin
                    seg_number <= tens_score;
                    an_number <= an_index;
                end
                3:
                begin
                    seg_number <= ones_score;
                    an_number <= an_index;                  
                end
                default:
                begin
                    seg_number <= 0;
                    an_number <= 0;
                end
            endcase
            an_toggle <= an_toggle + 1;
        end
    end
endmodule
`timescale 1ns / 1ps
module clock_1hz(clk, clk_1hz
    );
    input clk;
    output clk_1hz;
    reg clk_1hz;
    reg [26:0] counter;
    initial begin 
        counter = 0;
    end
    always @ (posedge clk)
        if (counter == 27'b101111101011110000100000000)
            begin
                counter <= 0;
                clk_1hz <= 1;
            end
        else
            begin
                clk_1hz <= 0;
                counter <= counter + 1;
            end    
endmodule
`timescale 1ns / 1ps
module clock_500hz(clk, clk_500hz
    );
    input clk;
    output clk_500hz;
    reg clk_500hz;
    reg [17:0] counter;
	 initial begin
		counter = 0;
	 end
    always @ (posedge clk)
        begin
            if (counter == 18'b110000110101000000)
            begin
                counter <= 0;
                clk_500hz <= 1;
            end
            else
            begin
                clk_500hz <= 0;
                counter <= counter + 1;
            end    
        end
endmodule
`timescale 1ns / 1ps
module display7(clk, seg_number, an_number, seg, an, btnU
    );
    input clk, btnU;
    output reg [7:0] seg;
    output reg [3:0] an;
    input wire [3:0] seg_number;
    input wire [1:0] an_number;
    always @ (*)
    begin 
        case(seg_number)
            4'h0: seg = 8'b11000000;
            4'h1: seg = 8'b11111001;
            4'h2: seg = 8'b10100100;
            4'h3: seg = 8'b10110000;
            4'h4: seg = 8'b10011001;
            4'h5: seg = 8'b10010010;
            4'h6: seg = 8'b10000010;
            4'h7: seg = 8'b11111000;
            4'h8: seg = 8'b10000000;
            4'h9: seg = 8'b10010000;
            default: seg = 8'b00000000;
        endcase
        case(an_number)
            2'b00: an = 4'b0111;
            2'b01:
            begin
            an = 4'b1011;
            seg[7] = 0;
            end
            2'b10: an = 4'b1101;
            2'b11: an = 4'b1110;
            default: an = 4'b0000;
        endcase
     end 
endmodule
`timescale 1ns / 1ps
module notes(clk, speaker, signal
    );
    input clk;
    input [1:0] signal;
    output reg speaker;
    reg [3:0] seg_number;
    reg [1:0] an_number;
    reg [16:0] counter;
    always @(posedge clk)
    begin
        if (signal == 2'b00)
        begin
            counter <= 0;
            speaker <= 0;
        end  
        else if (signal == 2'b01)
        begin
            if(counter==28408) counter <= 0; else counter <= counter+1;
            speaker <= counter[14];
        end
        else  
        begin
            if(counter==113634) counter <= 0; else counter <= counter+1;
            speaker <= counter[16];
        end
    end
endmodule
`timescale 1ns / 1ps
module randomNumber #(parameter BITS = 5)(
    input clk,
    output reg [4:0] data
    );
   reg [4:0] data_next;
   initial begin
    data = 5'h1f;
   end
   always @* begin
    data_next[4] = data[4]^data[1];
    data_next[3] = data[3]^data[0];
    data_next[2] = data[2]^data_next[4];
    data_next[1] = data[1]^data_next[3];
    data_next[0] = data[0]^data_next[2];
   end
   always @(posedge clk) begin
        data <= data_next;
   end
endmodule
```

## design/flow/config.mk

```make
export PLATFORM = sky130hd
export DESIGN_NAME = bopit
export DESIGN_NICKNAME = bopit
export VERILOG_FILES = /design/flow/design.v
export SDC_FILE = /design/flow/constraint.sdc
export NUM_CORES = 4
export LEC_CHECK = 1
export CORE_UTILIZATION = 50
```

## design/flow/constraint.sdc

```tcl
current_design bopit

set clk_period 9.1
set clk_io_pct 0.2

create_clock -name clk0 -period $clk_period [get_ports {clk}]

set non_clock_inputs [all_inputs -no_clocks]
set_input_delay [expr $clk_period * $clk_io_pct] -clock clk0 $non_clock_inputs
set_output_delay [expr $clk_period * $clk_io_pct] -clock clk0 [all_outputs]
```

## design/flow/run.sh

```bash
#!/bin/bash
# OpenROAD 26Q1-2900-gdf79404cd8, Yosys 0.63+post, stock flow scripts
make -C /OpenROAD-flow-scripts/flow DESIGN_CONFIG=/design/flow/config.mk WORK_HOME=/design/flow/orfs finish
```

==> summary.txt <==
yosys + openroad results -> Hold Path Stages=0, Clock Tree Buf Depth=3, Seq/Total Area, Yosys=0.501, layout cell share with drive strength beyond 1=0.0730, Hold Vio Cnt, Final=0, gr busiest metal=met1, worst hold margin=0.415 ns, Core Rows=57, initial antenna violation count=0, critical path launch point type=primary input, Via density=5.33, Max Cap Violations=0, clock slew at reported path FFs=~0.06 ns, Yosys warnings=6, Filler cells=2019, Reg area=6280 um2, crit path max-delay cell type=nor4_2, Area Growth Syn to Fin=14.8%, Ant. Diodes=0, syn avg cell area=9.46 um2, Die H=160 um, CP Class=primary input to flop, met1 usage=0.323, flip-flops with a built-in enable=around 57, Leak=5.30 nW, Init Core Util=0.512, RSZ-0062 raised after global routing=no, skew final=between 0.02 and 0.025 ns, asr flop ratio synth=0, WL/cell=approximately 14 um, total global routing overflow=0, Final ANT Viol Nets=0, Post-CTS Resized=0, hpwl dp=15000 um, fin crit period=4.20 ns, CTS tree=built, via count=9102, met2 Usage GRT=0.280, maximum clock rate=0.238 GHz, initial DRC count=716, die area=approximately 26000 um2, Yosys Chip Area=12500 um2, total detailed-routing wirelength=23300 um, total power=2.74 mW, GRT Total Usage=0.192, cell count listed in synth_stat.txt=1324, VDD IR max=0.168 mV, status=finished, final reports clean, tool warnings=39, Late-Pin Clk Latency=0.56 ns, Post-synth regs=285, fin. max-slew vios=0, largest net degree at the start of global routing=55, synthesized area=between 10000 and 15000 um2, DRT Pass-1 Iters=5, vias in the first global route=approximately 8500, Post-Syn Instances=between 1000 and 1500, HP Class=flop to flop, first-pass GRT wire length=40100 um, Max H-tree Level=1, comb. cell area=5930 um2, routability cong.=0.853, I/O pin count=35, clock sink count=285, Pwr per Cell Area=191 nW/um2, total setup buffers inserted after CTS=0, cts bufs inserted=31, number of buffers added on ports=34, sum of negative setup slack=0 ns, critical-path cell list=clkdlybuf4s50_1 > or4_4 > nor4_2 > o21ai_0 > and4_4 > a311oi_4 > buf_4 > and2_1, distinct lib cells=71, CP endpoint kind=flop, Crit Path Max Fanout=31, M3 GR Usage=0.0236, cycle use final=0.462, crit path DAT=between 4 and 5 ns, worst stage delay on the critical path=a little over 0.7 ns, critical path required time=roughly 9.6 ns, # setup viols final=0, slew margin rel.=0.403, CORE AREA=24500 um2, DRC violation count after routing=0, main flop type=dfxtp_1, R2R depth=10, Root Buffer=clkbuf_16, Least-Margin Pin Slew=roughly 0.9 ns, Die W=160 um, hold buffer count at cts=0
[cells in the mapped netlist, types with 6 or more instances]
library cell | instances | area [um2]
a22oi_1 | 8 | 60.1
nand2_1 | 102 | 383
and2_1 | 71 | 444
and4_1 | 10 | 87.6
nand4_1 | 41 | 257
inv_1 | 37 | 139
o21ai_1 | 42 | 210
nor3_1 | 21 | 105
ha_1 | 25 | 313
clkbuf_1 | 33 | 124
xnor2_1 | 52 | 455
nor2_1 | 126 | 473
nor4b_1 | 6 | 52.6
o21ai_0 | 58 | 290
nor3b_1 | 6 | 45.0
nand3b_1 | 10 | 75.1
dfxtp_1 | 228 | 4560
nor4_1 | 37 | 231
buf_2 | 6 | 30.0
edfxtp_1 | 57 | 1710
nor2b_1 | 16 | 100
and3_1 | 31 | 194
nand2b_1 | 21 | 131
nand3_1 | 69 | 345
a21oi_1 | 31 | 155
xor2_1 | 47 | 412
o31ai_1 | 22 | 165
a31oi_1 | 12 | 75.1
mux2i_1 | 15 | 150
mux2_2 | 6 | 67.6
[state kept, by name (all words and copies together) (netlist names), 5 cells and up, named ones only]
| register | cells |
|---|---|
| an_toggle | 32 |
| bop_notes.counter | 17 |
| clock_1.counter | 27 |
| clock_500.counter | 18 |
| fail_count | 32 |
| gameOn | 32 |
| led | 8 |
| ledCode | 8 |
| randomNum.data | 5 |
| roundDelay | 32 |
| roundWon | 32 |
| seg | 7 |
[per-layer routing]
layer  vias up  wire length (um)  part of all wire
met5         -                 0                 0
met4         0               464             0.020
met3        38               773             0.033
met2       114              9930              0.43
met1      4163             12100              0.52
li1       4787                 -                 -
[through the flow]
stage | setup slack [ns] | cell area (um2) | util | std cells
after global routing | 4.76 | 14400 | 0.588 | 1707
after global placement | 4.46 | 13200 | 0.540 | 1649
final | 4.90 | 14400 | 0.588 | 1707
after detailed placement | 4.40 | 13200 | 0.540 | 1649
after floorplan | 5.36 | 12500 | - | 1324
after CTS | 4.96 | 14400 | 0.588 | 1707
[cell usage in the layout (no fill, tap or decap), types with 7 or more instances in the layout]
cell type and instances:
a21oi_1 31, a22oi_1 8, a31oi_1 12, and2_1 71
and3_1 31, and4_1 10, buf_4 15, clkbuf_16 34
clkdlybuf4s50_1 34, clkinv_2 7, dfxtp_1 227, edfxtp_1 57
ha_1 25, inv_1 37, mux2i_1 15, nand2_1 102
nand2b_1 21, nand3_1 69, nand3b_1 10, nand4_1 41
nor2_1 124, nor2b_1 16, nor3_1 21, nor4_1 36
o21ai_0 58, o21ai_1 42, o31ai_1 22, xnor2_1 52
xor2_1 47
[cell type report]
class / instances / area share
inverter: 37 / 0.00966
multi-input combinational: 954 / 0.412
tap: 324 / 0.0282
clock buffer: 40 / 0.0635
sequential: 285 / 0.437
clock inverter: 18 / 0.0180
timing repair buffer: 49 / 0.0315
[cells by family (layout without fill, tap and decap cells)]
logic type / after synthesis / in the layout / synth area share
simple gates: 597 / 597 / 0.255
flops: 285 / 285 / 0.501
compound gates: 210 / 210 / 0.102
xor+xnor: 99 / 99 / 0.0693
buf+inv: 85 / 144 / 0.0282
fa+ha+maj: 25 / 25 / 0.0250
mux: 23 / 23 / 0.0192
[final timing paths]
kind	slack (ns)	startpoint	end
worst max-delay path	4.90	sw[6]	gameOn[14]$_SDFF_PN0_
worst max register to register	6.27	gameOn[16]$_SDFF_PN0_	seg[3]$_SDFF_PP0_
worst min-delay path	0.42	ledCode[3]$_SDFFCE_PP0P_	led[3]$_DFFE_PP_
worst min register to register	0.42	ledCode[3]$_SDFFCE_PP0P_	led[3]$_DFFE_PP_
[worst max-delay path: cells and delay by family]
kind | cells | cell delay, ns
AND-OR/OR-AND | 2 | 0.43
AND/OR/NAND/NOR | 4 | 1.69
buffers and inverters | 2 | 0.74
[power breakdown]
part | internal [mW] | total, mW | leakage [nW] | switching (mW)
sequential | 1.29 | 1.29 | 2.41 | 0.00609
clock | 0.880 | 1.40 | 0.578 | 0.515
combinational | 0.0219 | 0.0544 | 2.30 | 0.0325
total | 2.19 | 2.74 | 5.30 | 0.554
Power figures rest on the tool's default switching activity, not on a simulated workload.
