--- ./run.sh ---
#!/bin/bash
# OpenROAD 26Q1-2900-gdf79404cd8, Yosys 0.63+post, stock flow scripts
make -C /OpenROAD-flow-scripts/flow DESIGN_CONFIG=/design/flow/config.mk WORK_HOME=/design/flow/orfs finish
--- ./config.mk ---
export PLATFORM = sky130hd
export DESIGN_NAME = gamepad
export DESIGN_NICKNAME = gamepad
export VERILOG_FILES = /design/flow/design.v
export SDC_FILE = /design/flow/constraint.sdc
export NUM_CORES = 4
export LEC_CHECK = 1
export CORE_UTILIZATION = 50
--- ./constraint.sdc ---
current_design gamepad

set clk_period 8.1
set clk_io_pct 0.2

create_clock -name clk0 -period $clk_period [get_ports {clk}]

set non_clock_inputs [all_inputs -no_clocks]
set_input_delay [expr $clk_period * $clk_io_pct] -clock clk0 $non_clock_inputs
set_output_delay [expr $clk_period * $clk_io_pct] -clock clk0 [all_outputs]
--- ./design.v ---
`timescale 1ns / 1ps
module clock_1hz(clk, clk_1hz
    );
    input clk;
    output clk_1hz;
    reg clk_1hz;
    reg [26:0] counter;
    initial begin 
        counter = 0;
    end
    always @ (posedge clk)
        if (counter == 27'b101111101011110000100000000)
            begin
                counter <= 0;
                clk_1hz <= 1;
            end
        else
            begin
                clk_1hz <= 0;
                counter <= counter + 1;
            end    
endmodule
`timescale 1ns / 1ps
module clock_500hz(clk, clk_500hz
    );
    input clk;
    output clk_500hz;
    reg clk_500hz;
    reg [17:0] counter;
	 initial begin
		counter = 0;
	 end
    always @ (posedge clk)
        begin
            if (counter == 18'b110000110101000000)
            begin
                counter <= 0;
                clk_500hz <= 1;
            end
            else
            begin
                clk_500hz <= 0;
                counter <= counter + 1;
            end    
        end
endmodule
`timescale 1ns / 1ps
module display7(clk, seg_number, an_number, seg, an, btnU
    );
    input clk, btnU;
    output reg [7:0] seg;
    output reg [3:0] an;
    input wire [3:0] seg_number;
    input wire [1:0] an_number;
    always @ (*)
    begin 
        case(seg_number)
            4'h0: seg = 8'b11000000;
            4'h1: seg = 8'b11111001;
            4'h2: seg = 8'b10100100;
            4'h3: seg = 8'b10110000;
            4'h4: seg = 8'b10011001;
            4'h5: seg = 8'b10010010;
            4'h6: seg = 8'b10000010;
            4'h7: seg = 8'b11111000;
            4'h8: seg = 8'b10000000;
            4'h9: seg = 8'b10010000;
            default: seg = 8'b00000000;
        endcase
        case(an_number)
            2'b00: an = 4'b0111;
            2'b01:
            begin
            an = 4'b1011;
            seg[7] = 0;
            end
            2'b10: an = 4'b1101;
            2'b11: an = 4'b1110;
            default: an = 4'b0000;
        endcase
     end 
endmodule
`timescale 1ns / 1ps
module gamepad(clk, btnR, btnD, btnL, btnU, btnS, sw, seg, an, led, speaker 
    );
    input clk;
    input btnR, btnS, btnD, btnU, btnL;
    input [7:0] sw;
    output reg [7:0] led;
    output [7:0] seg;
    output [3:0] an;
    output reg speaker;
    reg [3:0] seg_number;
    reg [1:0] an_number;
    wire clk_1hz;  
    wire clk_500hz;  
    wire [4:0] randomBop;  
    reg [7:0] ledCode;
    reg [3:0] bopCode; 
    reg [3:0] ones_seconds;
    reg [3:0] tens_seconds;
    reg [3:0] ones_score;
    reg [3:0] tens_score;
    integer an_toggle;
    integer an_index;
    integer gameOn;
    integer command_type;
    integer command_number;
    integer roundWon;
    integer roundDelay;
    initial begin
        ones_seconds = 0;
        tens_seconds = 0;
        command_type = 10;
        command_number = 8;
        an_toggle = 0;
        an_index = 0;
        ones_score = 0;
        tens_score = 0;
        bopCode = 0;
        ledCode = 0;
        gameOn = 1;
        roundWon = 0;
        roundDelay = 0;
    end
    randomNumber randomNum (
        .clk(clk),
        .data(randomBop)
    );
    clock_1hz clock_1 (
		.clk(clk), 
		.clk_1hz(clk_1hz)
	);
    clock_500hz clock_500 (
        .clk(clk),
        .clk_500hz(clk_500hz)
    );
    display7 segmentDisplay (
            .clk(clk), 
            .seg_number(seg_number), 
            .an_number(an_number), 
            .seg(seg), 
            .an(an), 
            .btnU(btnU) 
    );
    always @ (posedge clk)
    begin
        if (btnS)
        begin
            roundWon <= 0;
            roundDelay <= 0;
            gameOn <= 1;
            ones_score <= 0;
            tens_score <= 0;
            ones_seconds <= 0;
            tens_seconds <= 0;
            bopCode <= randomBop % 12;
        end
        if (!roundWon)
        begin
        case(bopCode)
            0:
            begin  
                if (sw[0])
                begin
                    roundWon <= 1;
                end
                else if(sw[7:0] || btnU || btnL || btnD || btnR)
                begin
                    gameOn <= 0;
                end
            end
            1:
            begin  
                if (sw[1])
                begin
                    roundWon <= 1;
                end
                else if(sw[7:0] || btnU || btnL || btnD || btnR)
                begin
                    gameOn <= 0;
                end
            end
            2:
            begin  
                if (sw[2])
                begin
                    roundWon <= 1;
                end
                else if(sw[7:0] || btnU || btnL || btnD || btnR)
                begin
                    gameOn <= 0;
                end
            end
            3:
            begin  
                if (sw[3])
                begin
                    roundWon <= 1;
                end
                else if(sw[7:0] || btnU || btnL || btnD || btnR)
                begin
                    gameOn <= 0;
                end
            end
            4:
            begin  
                if (sw[4])
                begin
                    roundWon <= 1;
                end
                else if(sw[7:0] || btnU || btnL || btnD || btnR)
                begin
                    gameOn <= 0;
                end
            end
            5:
            begin  
                if (sw[5])
                begin
                    roundWon <= 1;
                end
                else if(sw[7:0] || btnU || btnL || btnD || btnR)
                begin
                    gameOn <= 0;
                end
            end
            6:
            begin  
                if (sw[6])
                begin
                    roundWon <= 1;
                end
                else if(sw[7:0] || btnU || btnL || btnD || btnR)
                begin
                    gameOn <= 0;
                end
            end
            7:
            begin  
                if (sw[7])
                begin
                    roundWon <= 1;
                end
                else if(sw[7:0] || btnU || btnL || btnD || btnR)
                begin
                    gameOn <= 0;
                end
            end
            8:
            begin  
                if (btnU)
                begin
                    roundWon <= 1;
                end
                else if(sw[7:0] || btnU || btnL || btnD || btnR)
                begin
                    gameOn <= 0;
                end
            end
            9:
            begin  
                if (btnR)
                begin
                    roundWon <= 1;
                end
                else if(sw[7:0] || btnU || btnL || btnD || btnR)
                begin
                    gameOn <= 0;
                end
            end
            10:
            begin  
                if (btnD)
                begin
                    roundWon <= 1;
                end
                else if(sw[7:0] || btnU || btnL || btnD || btnR)
                begin
                    gameOn <= 0;
                end
            end
            11:
            begin  
                if (btnL)
                begin
                    roundWon <= 1;
                end
                else if(sw[7:0] || btnU || btnL || btnD || btnR)
                begin
                    gameOn <= 0;
                end
            end
        endcase
        end
        if (clk_1hz && gameOn)
        begin
            if (roundWon)
            begin
                if (roundDelay == 3)
                begin
                    roundWon <= 0;
                    roundDelay <= 0;
                    bopCode <= randomBop % 12;
                    if (ones_score == 4'b1001)
                    begin
                       ones_score <= 0; 
                       tens_score <= tens_score + 1;
                    end
                    else
                    begin
                       ones_score <= ones_score + 1;
                    end
                end
                else
                begin
                    roundDelay <= roundDelay + 1;
                end
                   ones_seconds <= 0;
                   tens_seconds <= 0;
            end
            else
            begin 
                ones_seconds <= ones_seconds + 1;
                if (ones_seconds == 4'b1001)
                begin
                    ones_seconds <= 0; 
                    tens_seconds <= tens_seconds + 1;
                end
            end
        end
        if (tens_seconds == 4'b0001)
        begin
            ones_seconds <= 0;
            tens_seconds <= 0;
            gameOn <= 0;
        end
        if (clk_500hz && gameOn)  
        begin
            an_index <= an_toggle % 4;
            case(an_index)
                0:
                begin
                    if (bopCode > 4'b0111)  
                    begin
                        seg_number <= 4'b1000;
                        ledCode <= 8'b00000000;
                        led [7:0] <= ledCode [7:0];
                    end
                    else  
                    begin
                        seg_number <= 4'b0101;
                        ledCode <= 8'b00000001 << (bopCode % 8);
                        led [7:0] <= ledCode [7:0];
                    end
                    an_number <= an_index;
                end
                1:
                begin
                    seg_number <= bopCode % 8; 
                    an_number <= an_index;
                end
                2:
                begin
                    seg_number <= tens_seconds;
                    an_number <= an_index;
                end
                3:
                begin
                    seg_number <= ones_seconds;
                    an_number <= an_index;                  
                end
                default:
                begin
                    seg_number <= 0;
                    an_number <= 0;
                end
            endcase
            an_toggle <= an_toggle + 1;
        end
        else if (clk_500hz && !gameOn)
        begin
            an_index <= an_toggle % 4;
            case(an_index)
                0:
                begin
                    seg_number <= 0;
                    an_number <= an_index;
                end
                1:
                begin
                    seg_number <= 0;
                    an_number <= an_index;
                end
                2:
                begin
                    seg_number <= tens_score;
                    an_number <= an_index;
                end
                3:
                begin
                    seg_number <= ones_score;
                    an_number <= an_index;                  
                end
                default:
                begin
                    seg_number <= 0;
                    an_number <= 0;
                end
            endcase
            an_toggle <= an_toggle + 1;
        end
    end
endmodule
`timescale 1ns / 1ps
module randomNumber #(parameter BITS = 5)(
    input clk,
    output reg [4:0] data
    );
   reg [4:0] data_next;
   initial begin
    data = 5'h1f;
   end
   always @* begin
    data_next[4] = data[4]^data[1];
    data_next[3] = data[3]^data[0];
    data_next[2] = data[2]^data_next[4];
    data_next[1] = data[1]^data_next[3];
    data_next[0] = data[0]^data_next[2];
   end
   always @(posedge clk) begin
        data <= data_next;
   end
endmodule
==> out/qor.tcl <==
set qor(max-clock-path-buffers) 3
set qor(netlist.top_cell.by_instances) {dfxtp_1}
set qor(r2r-end) {seg[3]$_SDFF_PP0_}
set qor(synthesis_warning_total) 6
set qor(port_buffers) 33
set qor(number_of_global_route_vias_before_repair) 6457
set qor(max-slew-margin-rel_pct) 42.80
set qor(die-height_um) 143.3
set qor(leakagePower_uw) 0.004184
set qor(avgRoutedWirePerCell_um) 13.65
set qor(global_route_wire_length_before_repair_um) 30890
set qor(fin_worst_hold_slack_ns) 0.4181
set qor(status) {complete, no violations}
set qor(die.size.x_um) 143.3
set qor(final_hold_fails) 0
set qor(warning_count) 34
set qor(setup_tns_ns) 0
set qor(drive_gt1_share_pct) 7.190
set qor(worstSetupEndpoint) {gameOn[9]$_SDFF_PN0_}
set qor(clock_tree.root_cell) {clkbuf_16}
set qor(die_area_um2) 20530
set qor(yosys_cells) 1003
set qor(finished_core_util_pct) 58.58
set qor(antenna-diode-count) 0
set qor(fmax_ghz) 0.2713
set qor(grt_usage_pct) 19.41
set qor(ctsResizeCount) 0
set qor(setup.worst_path.start) {sw[6]}
set qor(drv_cap) 0
set qor(wirelength_um) 18050
set qor(antenna_found_initial) 0
set qor(dp.cells) 1276
set qor(reg2reg_from) {gameOn[0]$_SDFF_PN0_}
set qor(yosys.stat.chipArea_um2) 9981
set qor(flip_flop_and_latch_count_after_synthesis) 233
set qor(worstRegToRegCells) 9
set qor(r2r_setup_slk_ns) 4.95
set qor(clkLatencyLatePin_ns) 0.52
set qor(worst_hold_startpoint) {ledCode[7]$_SDFFCE_PN0P_}
set qor(detailedRoute.firstPassIterationCount) 4
set qor(drt-vias-per-instance) 5.292
set qor(gate_count_after_technology_mapping) 1003
set qor(gpl.final_weighted_congestion) 0.8171
set qor(unrepaired_setup_endpoints_after_global_routing) {false}
set qor(cp.required_ns) 8.56
set qor(synth_area_per_cell_um2) 9.951
set qor(number_of_enable_type_register_cells_in_the_synthesized_netlist) 57
set qor(h-tree-depth) 1
set qor(cp_slowest_cell) {or4_4}
set qor(synth.distinct_cells) 65
set qor(postCtsHoldBufs) 0
set qor(placementRows) 51
set qor(finish.cell_count_without_fillers) 1322
set qor(critPathKind) {primary input to flop}
set qor(synth_top_cell_by_area) {dfxtp_1}
set qor(drt_iter0_markers) 315
set qor(totalPowerFinal_uw) 2523
set qor(common_cells) {dfxtp_1 (176), nand2_1 (74), and2_1 (68), nor2_1 (68), edfxtp_1 (57)}
set qor(max_slew.worst_pin.slew_ns) 0.8502
set qor(cts_made_buffers) 26
set qor(yosysSeqAreaShare_pct) 52.45
set qor(grt_start_max_net_pins) 47
set qor(tritoncts) {yes}
set qor(setup_skew_ns) 0.01195
set qor(p_per_area_nw_per_um2) 220.6
set qor(grt.overflow.total) 0
set qor(syn_area_um2) 9981
set qor(timing.critical_path.to_type) {flop}
set qor(clk_transition_reported_paths_ns) 0.06
set qor(finalClockPeriodUsage_pct) 45.50
set qor(critical_path.max_stage_delay_ns) 0.58
set qor(io_pins) 35
set qor(hold_path_class) {flop to flop}
set qor(crit_fanout) 31
set qor(postCtsSetupRepairBufs) 0
set qor(core_region_area_um2) 19530
set qor(report.final.slew_viol_count) 0
set qor(postSynth.topFlopCell) {dfxtp_1}
set qor(critical_path_cell_by_cell) {clkdlybuf4s50_1 -> or4_4 -> or4_1 -> a21oi_1 -> o21ai_1 -> a311oi_4 -> buf_4 -> and2_1}
set qor(floorplanUtilization_pct) 51.11
set qor(clock_sinks) 233
set qor(synth.area.top_cells) {dfxtp_1 (35%), edfxtp_1 (17%), and2_1 (4.3%)}
set qor(layout_min_cycle_time_ns) 3.685
set qor(synth_top_area_share_pct) 35.30
set qor(vdd_ir_drop_max_uv) 243.1
set qor(placed_wire_length_estimate_um) 11780
set qor(route.antenna.remaining_nets) 0
set qor(finalSetupViolations) 0
set qor(setup.worst_path.start_class) {primary input}
set qor(detailroute.via_count) 6996
set qor(cp_data_arrival_time_ns) 4.15
set qor(route.detailed.drc) 0
set qor(synth-async-reset-ratio_pct) 0
set qor(area_growth_pct) 14.60
-- flip-flops by register name, summed over array words and instances (netlist names), 5 cells and up, named ones only --
| register | count |
|---|---|
| seg | 7 |
| roundDelay | 32 |
| clock_1.counter | 27 |
| gameOn | 32 |
| clock_500.counter | 18 |
| an_toggle | 32 |
| ledCode | 8 |
| randomNum.data | 5 |
| roundWon | 32 |
| led | 8 |
-- final cells by class --
type	count	area (um2)
flip-flops and latches	233	5236
multi-input cells	704	4482
repair buffers	42	397.9
clock buffers	35	745.7
clock inverters	11	125.1
inverters	32	120.1
well taps	265	331.6
fillers	1680	8088
-- metrics by stage --
stage / area (um2) / worst slack (ns)
after global routing: 11440 / 4.266
after detailed placement: 10570 / 3.871
after floorplan: 9981 / 4.537
final: 11440 / 4.415
after global placement: 10570 / 3.893
after CTS: 11440 / 4.410
-- worst min path at each step --
stage	to	depth (start not counted)	slack, ns
after CTS	led[2]$_DFFE_PP_	0	0.42
after global routing	led[5]$_DFFE_PP_	0	0.42
final	led[7]$_DFFE_PP_	0	0.42
-- power breakdown --
group	internal, uW	switching, uW	leakage, uW
combinational	53.1	70.0	0.00176
sequential	1210	27.3	0.00199
clock	711	455	0.000431
-- per-layer routing --
metal / track usage [%] / vias up / routed length (um)
met5: 0 / - / 0
met3: 2.732 / 31 / 546
li1: - / 3676 / -
met4: 4.143 / 0 / 388
met2: 29.06 / 86 / 7724
met1: 31.53 / 3203 / 9391
-- cells in the final DEF, fill, tap and decap left out, types with 8 or more instances in the layout --
cell type,instances
mux2i_1,16
nor2_1,68
and4_1,16
or2_2,8
nor3_1,25
and3_1,19
dfxtp_1,175
a31oi_1,12
a21oi_1,34
nor4_1,29
nand3_1,47
nand2b_1,13
and2_1,68
or3_1,13
clkbuf_16,27
nand4_1,31
xor2_1,32
nor2b_1,12
mux2_2,8
inv_1,32
edfxtp_1,57
o21ai_0,41
buf_4,9
xnor2_1,43
clkdlybuf4s50_1,33
ha_1,18
nand2_1,74
-- critical path, delay by kind of cell --
kind	cells	cell delay [ns]
buf+inv	2	0.73
compound gates	3	0.53
simple gates	3	1.25
-- logic make-up (layout without fill, tap and decap cells) --
family                   Yosys count  after routing  synth area share, %
buffers and inverters             66            120                2.758
multiplexers                      24             24                2.507
adder cells (fa/ha/maj)           18             18                2.257
flip-flops                       233            233                52.45
XOR/XNOR                          75             75                6.581
other                              1              1              0.03757
AND/OR/NAND/NOR                  443            443                24.13
AND-OR/OR-AND                    143            143                9.277
Power is estimated from default activity; no workload was simulated.
