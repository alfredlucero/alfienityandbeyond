## design.v

```verilog
`timescale 1ns / 1ps
module clock_10hz(clk, clk_10hz
    );
    input clk;
    output clk_10hz;
    reg clk_10hz;
    reg [23:0] counter;
	 initial begin
		counter = 0;
	 end
    always @ (posedge clk)
        begin
            if (counter == 24'b100110001001011010000000)
            begin
                counter <= 0;
                clk_10hz <= 1;
            end
            else
            begin
                clk_10hz <= 0;
                counter <= counter + 1;
            end    
        end
endmodule
```

## config.mk

```make
export PLATFORM = sky130hd
export DESIGN_NAME = clock_10hz
export DESIGN_NICKNAME = clock_10hz
export VERILOG_FILES = /design/flow/design.v
export SDC_FILE = /design/flow/constraint.sdc
export NUM_CORES = 4
export LEC_CHECK = 1
export CORE_AREA = 10 10 84 84
export DIE_AREA = 0 0 94 94
```

## run.sh

```bash
#!/bin/bash
# OpenROAD 26Q1-2900-gdf79404cd8, Yosys 0.63+post, stock flow scripts
make -C /OpenROAD-flow-scripts/flow DESIGN_CONFIG=/design/flow/config.mk WORK_HOME=/design/flow/orfs finish
```

## constraint.sdc

```tcl
current_design clock_10hz

set clk_period 3.9
set clk_io_pct 0.2

create_clock -name clk0 -period $clk_period [get_ports {clk}]

set non_clock_inputs [all_inputs -no_clocks]
set_input_delay [expr $clk_period * $clk_io_pct] -clock clk0 $non_clock_inputs
set_output_delay [expr $clk_period * $clk_io_pct] -clock clk0 [all_outputs]
```

==> run notes <==
run metrics: TNS Setup 0 ns, Post-CTS Setup Inserts 0, Init Core Util 0.1983, fmax 0.4943 GHz, final WL around 1700 µm, die width approximately 94 µm, Die Ht 94 µm, multi-input logic area slightly above 500 µm², startpoint types flip-flop, register area ~500 µm², Non-Filler Instances ~180, drt first pass iters 5, count of final setup violators 0, Worst Tran Pin Value between 0.7 and 0.8 ns, grt total ovfl 0, DRC violations left 0, share of post-route cells with drive strength above 1 0.04464, R2R depth 5, period utilization 0.5187, worst hold path type reg -> reg, Post-synth area hogs dfxtp_1 (48%), xnor2_1 (11%), xor2_1 (5.9%), nand3_1 (5.3%), nor2_1 (5.1%), Final Hold Fails 0, Site Rows 26, Top cell area share 0.4848, crit path DRT between 4 and 5 ns, TritonCTS buffer count 3, most frequent cells after synthesis dfxtp_1 (25), nor2_1 (14), xnor2_1 (13), nand3_1 (11), nand2_1 (8), EDFF count, synth 0, crit end category flip-flop, Min Hold Slack just under 0.5 ns, # Cells Yosys 108, pwr/cell area approximately 350 mW/mm², maximum buffer depth of the clock tree 2, Clock Pin Slew Worst Setup and Hold Paths approximately 0.080 ns, chip area line of the yosys report ~0.0010 mm², hold path endpoint counter[20], first-pass GRT wire length roughly 2900 µm, Log Warnings 26, Arrival @ worst endpoint approximately 2.2 ns, Syn Inst Count 108, P&R area growth vs syn 12.73%, maximum VDD drop between 200 and 250 µV, Final GP Congestion 0.7693, number of synthesized register bits 25, drt via density about 4, Num Clock Sinks 25, post-layout min period between 2 and 2.5 ns, post_cts resized 0, wire per inst between 9 and 10 µm, IO Pins 2, sequential area share after synthesis 0.4848, Yosys cell types 23, Synth top cell by count dfxtp_1, Yosys top cell by area dfxtp_1, CTS Hold Buffers Added 0, CTS Root Cell clkbuf_8, max_cap viols 0, Avg Cell Area, Syn around 9.6 µm², min-delay src counter[20], PortBufs 1, R2R setup slack 1.88 ns, Yosys Warn Count 1, Late-Pin Clk Latency between 0.2 and 0.3 ns, terminus of the critical flop-to-flop path counter[19], Reg2Reg Launch Point counter[14], antenna-violating nets left 0, CP Max Fanout 12, Inserted Diodes 0, DRT iter0 DRCs ~57, Post-synth ARST share 0, DR vias between 700 and 800, crit path kind reg -> reg, status completed, WHS Path Cells 1, DP Cell Count approximately 180, gr usage total 0.03904, Rel. slew slack 0.4623, filler instances between 500 and 600, H-tree Lvls 1, vias in the first global route around 670, CTS tree built, initial antenna violation count 0, unrepaired setup endpoints after global routing no, chip area approximately 0.0088 mm², DP Wirelength around 1200 µm, core box area around 0.0052 mm², Max Slew Vio Count 0, Syn Std Cell Area between 0.001 and 0.0015 mm², largest net degree at the start of global routing 14, Final Skew between 0.002 and 0.0025 ns, Leak ~0.00038 µW, main flop type dfxtp_1
## how the worst max path moves through the flow
stage,startpoint,end,slack [ns]
final,counter[14],counter[19],1.88
after CTS,counter[14],counter[19],1.85
after global routing,counter[5],counter[17],1.71
## routing by layer
metal  GRT usage  share of wire  up-vias
met3     0.01292          0.045        2
li1            -              -      376
met4    0.005063          0.018        0
met2     0.05703           0.43       11
met1     0.05622           0.50      333
met5           0              0        -
## stage by stage
step	worst slack [ns]	total power, µW	instance area (µm²)	util
floorplan	2.154	261.0	1032	-
global route	1.707	415.3	1164	0.2236
global placement	1.868	261.0	1119	0.2149
CTS	1.847	410.4	1164	0.2236
detailed placement	1.857	261.0	1119	0.2149
finish	1.877	401.7	1164	0.2236
## sequential cells by signal (all words and copies together), names as in the netlist
register and flops:
clk_10hz 1, counter 24
## final cells by class
| type | instances | area share |
|---|---|---|
| clock buffers | 4 | 0.03871 |
| inverters | 4 | 0.01290 |
| multi-input cells | 78 | 0.4344 |
| flip-flops and latches | 25 | 0.4301 |
| well taps | 70 | 0.07527 |
| repair buffers | 1 | 0.008602 |
## layout by cell type, fill, tap and decap left out
cell and instances:
nand3_1 11, nor4b_1 1, o21ai_1 2, nand4_1 5, nand2_1 8, or4b_1 1
dfxtp_1 25, ha_1 2, clkbuf_1 1, nand3b_1 2, nor4_1 2, inv_1 4
xnor2_1 13, nor3_1 2, nor4_4 1, clkdlybuf4s50_1 1, xor2_1 7, clkbuf_8 3
nor2_1 14, nor2_2 1, or4_1 1, nor4bb_1 1, and3_1 2, or2_1 1
nor2b_1 1
## report_power, final
group          internal (µW)  leakage, µW  switching [µW]  total (µW)
Combinational              0     0.000157               0    0.000157
Sequential               255     0.000201               0         255
Clock                   72.8    0.0000228            74.0         147
## worst max-delay path: stages (launching register included)
cell      delay, ns
dfxtp_1        0.36
or4b_1         0.49
or4_1          0.49
nor2_2         0.35
nand3b_1       0.17
o21ai_1        0.06
## cells by family (layout without fill, tap and decap cells)
| group | count (synthesis) | in the layout | synth area share |
|---|---|---|---|
| adder cells (fa/ha/maj) | 2 | 2 | 0.02424 |
| AND/OR/NAND/NOR | 54 | 54 | 0.2861 |
| XOR/XNOR | 20 | 20 | 0.1697 |
| flip-flops | 25 | 25 | 0.4848 |
| AND-OR/OR-AND | 2 | 2 | 0.009697 |
| buffers and inverters | 5 | 9 | 0.02545 |
Power is estimated from default activity; no workload was simulated.
